### design/flow/run.sh
#!/bin/bash
# OpenROAD 26Q1-2900-gdf79404cd8, Yosys 0.63+post, stock flow scripts
make -C /OpenROAD-flow-scripts/flow DESIGN_CONFIG=/design/flow/config.mk WORK_HOME=/design/flow/orfs finish
### design/flow/constraint.sdc
current_design spi_master

set clk_period 1.0
set clk_io_pct 0.2

create_clock -name clk0 -period $clk_period [get_ports {clk}]

set non_clock_inputs [all_inputs -no_clocks]
set_input_delay [expr $clk_period * $clk_io_pct] -clock clk0 $non_clock_inputs
set_output_delay [expr $clk_period * $clk_io_pct] -clock clk0 [all_outputs]
### design/flow/design.v
module spi_master( rstb, clk, mlb, start, tdat, cdiv, din, ss, sck, dout, done, rdata );
input rstb,clk,mlb,start;
input [7:0] tdat;   
input [1:0] cdiv;   
input din;
output reg ss; 
output reg sck; 
output reg dout; 
output reg done;
output reg [7:0] rdata;  
parameter idle=2'b00;
parameter send=2'b10; 
parameter finish=2'b11; 
reg [1:0] cur,nxt;
reg [7:0] treg,rreg;
reg [3:0] nbit;
reg [4:0] mid,cnt;
reg shift,clr;
always @(start or cur or nbit) begin
	nxt=cur;
	clr=0;  
	shift=0;  
	case(cur)
		idle: begin
			if(start==1) begin 
				case (cdiv)
					2'b00: mid=2;
					2'b01: mid=4;
					2'b10: mid=8;
					2'b11: mid=16;
 				endcase
				shift=1;
				done=1'b0;
				nxt=send;	 
			end
		end  
		send: begin
			ss=0;
			if(nbit!=8) begin 
				shift=1;
			end
			else begin
				rdata=rreg;done=1'b1;
				nxt=finish;
			end
		end  
		finish: begin
			shift=0;
			ss=1;
			clr=1;
			nxt=idle;
		end
		default: nxt=finish;
  endcase
end  
always@(negedge clk or negedge rstb) begin
	if(rstb==0) 
		cur<=finish;
	else 
		cur<=nxt;
end
always@(negedge clk or posedge clr) begin
	if(clr==1) 
		begin cnt=0; sck=1; end
  else begin
		if(shift==1) begin
			cnt=cnt+1; 
	  	if(cnt==mid) begin
	  		sck=~sck;
				cnt=0;
			end  
		end  
	end  
end  
always@(posedge sck or posedge clr ) begin  
	if(clr==1)  begin
		nbit=0;
		rreg=8'hFF;
	end
	else begin 
	  if(mlb==0)  
		begin  rreg={din,rreg[7:1]};  end 
		else   
		begin  rreg={rreg[6:0],din};  end
		nbit=nbit+1;
	end  
end  
always@(negedge sck or posedge clr) begin
	if(clr==1) begin
	  treg=8'hFF;  dout=1;  
	end  
	else begin
		if(nbit==0) begin  
			treg=tdat; dout=mlb?treg[7]:treg[0];
		end  
		else begin
			if(mlb==0)  
			begin treg={1'b1,treg[7:1]}; dout=treg[0]; end
			else 
			begin treg={treg[6:0],1'b1}; dout=treg[7]; end
		end
	end  
end  
endmodule
### design/flow/config.mk
export PLATFORM = sky130hd
export DESIGN_NAME = spi_master
export DESIGN_NICKNAME = spi_master
export VERILOG_FILES = /design/flow/design.v
export SDC_FILE = /design/flow/constraint.sdc
export NUM_CORES = 4
export LEC_CHECK = 1
export CORE_AREA = 10 10 112 112
export DIE_AREA = 0 0 122 122
==> results_tabular.tex <==
% Implementation results table
\begin{tabular}{lr}
\hline
Metric & Value \\
\hline
\multicolumn{2}{l}{\textbf{Global route}} \\
\quad Number of global-route vias before repair & 1,021 \\
\quad Antenna violations before repair & 0 \\
\quad GRT Util Overall & 4.09\% \\
\quad Total congestion overflow & 0 \\
\quad Global-route wire length before repair & 5080 µm \\
\quad Pin count of the biggest net entering global routing & 28 \\
\multicolumn{2}{l}{\textbf{Outcome}} \\
\quad Run status & complete, but fails checks \\
\quad Violations in the final reports & setup timing \\
\multicolumn{2}{l}{\textbf{Synthesis}} \\
\quad Syn Inst Count & 134 \\
\quad Most frequent cells after synthesis & dfstp\_2 (19), dlxtn\_1 (14), xnor2\_1 (11) \\
\quad Post-synthesis instance area & 0.00164 mm² \\
\quad Chip area in the Yosys report & 0.00164 mm² \\
\quad Yosys reg bits & 44 \\
\quad Number of cells in the yosys synthesis report & 134 \\
\quad Async set-or-reset flop fraction in the synthesized netlist & 68.2\% \\
\quad Main flop type & dfstp\_2 \\
\quad Number of distinct library cells after synthesis & 29 \\
\quad Mean Syn Cell Area & 12.2 µm² \\
\quad Top cell type by total area after synthesis & dfstp\_2 \\
\quad Yosys warning tally & 1 \\
\quad Synth top area cells & dfstp\_2 (31\%), dlxtn\_1 (13\%), dfrtn\_1 (11\%) \\
\quad Cell with the most instances after synthesis & dfstp\_2 \\
\quad Synth top area share & 30.5\% \\
\quad Number of enable-type register cells in the synthesized netlist & 0 \\
\multicolumn{2}{l}{\textbf{Drt}} \\
\quad Post-DRT Antenna Nets & 0 \\
\quad Length of the first detailed-routing pass in iterations & 4 \\
\quad Drt drc & 0 \\
\quad Count of antenna diodes in the layout & 0 \\
\quad Amount of wire on met2 after detailed routing & 1330 µm \\
\quad Detailed route wirelength on metal3 & 199 µm \\
\quad Post-detailed-route via-to-cell ratio & 3.30 \\
\quad Final wirelength & 3180 µm \\
\quad Metal-1 WL & 1650 µm \\
\quad Routed vias & 1,053 \\
\quad Avg WL per Cell & 9.96 µm \\
\quad Top layer used by detailed routing & met3 \\
\quad 1st-iter DRT viols & 43 \\
\multicolumn{2}{l}{\textbf{Clocking}} \\
\quad Clock buffer depth & 2 \\
\quad Count of hold buffers inserted by post-cts repair & 0 \\
\quad Total number of H-tree levels & 1 \\
\quad Clock-pin slew on the worst setup and hold paths & 0.04 ns \\
\quad Clock tree from TritonCTS & yes \\
\quad Number of CTS-inserted buffers & 3 \\
\quad Cell at the root of the clock tree & clkbuf\_8 \\
\quad Clk\_lat worst skew & 0.29 ns \\
\multicolumn{2}{l}{\textbf{Timing}} \\
\quad Hold violation count in the final report & 0 \\
\quad Total Neg Setup Slack & -3.12 ns \\
\quad Slew Limit Fails & 0 \\
\quad Count of endpoints without a timing constraint & 46 \\
\quad RSZ-0062 raised after global routing & yes \\
\quad Number of register pins that no clock reaches & 35 \\
\quad Setup-violating endpoint count in the final report & 8 \\
\quad Skew final & 0.0487 ns \\
\quad Final worst-path setup slack & -0.635 ns \\
\quad Transition time at the pin with the least slew margin & 0.803 ns \\
\quad Headroom to the max-slew limit & 46.3\% \\
\multicolumn{2}{l}{\textbf{Job}} \\
\quad Number of warning messages in the logs & 31 \\
\quad Max cap viols & 0 \\
\multicolumn{2}{l}{\textbf{Floorplanning}} \\
\quad Floorplan core area & 0.0102 mm² \\
\quad Total I/O pin count & 27 \\
\quad Site Rows & 37 \\
\quad Area of the die & 0.0149 mm² \\
\quad Die height & 122 µm \\
\quad Horiz. Die Dim & 122 µm \\
\quad Starting utilization of the core area & 16.0\% \\
\multicolumn{2}{l}{\textbf{Placement}} \\
\quad Post-Place Worst Slack & -1.09 ns \\
\quad Post-DP HPWL & 2470 µm \\
\quad Quantity of I/O buffers inserted on ports & 26 \\
\quad Final weighted congestion of routability-driven global placement & 0.782 \\
\multicolumn{2}{l}{\textbf{Worst setup path}} \\
\quad Critical Path, Cell by Cell & buf\_2 \\
\quad Depth of the worst register-to-register path & 6 \\
\quad Data arrival at the endpoint of the critical path & 1.44 ns \\
\quad Element type at the critical path end & output port \\
\quad Critical path required time & 0.80 ns \\
\quad Worst path bufs/invs & 1 \\
\quad Element type at the critical path start & flip-flop \\
\quad Type of the worst setup path & reg2out \\
\quad Slowest stage cell, crit path & dfstp\_2 \\
\quad Critical path depth in cells & 1 \\
\quad Critical Path Fanout Max & 3 \\
\quad CP delay by family, top & flip-flops \\
\quad Biggest cell delay along the critical path & 0.54 ns \\
\multicolumn{2}{l}{\textbf{Pwr}} \\
\quad Worst supply voltage drop on vdd & 0.669 mV \\
\quad P per Cell Area & 1560 mW/mm² \\
\quad Total leakage power & 0.967 nW \\
\multicolumn{2}{l}{\textbf{Min path}} \\
\quad Hold/Removal Path Class & reg2async \\
\multicolumn{2}{l}{\textbf{Cells and area}} \\
\quad Share of post-route cells with drive strength above 1 & 39.9\% \\
\quad Fill cells & 1,069 \\
\quad Utilization of the core after routing & 22.9\% \\
\quad Synth-to-layout area growth & 43.5\% \\
\hline
\end{tabular}
[registers in the layout, summed over array words and instances, names as in the netlist]
name / cells
sck: 1
done: 1
treg: 8
rdata: 8
cnt: 5
cur: 3
nbit: 4
ss: 1
mid: 4
rreg: 8
dout: 1
[kinds of logic (layout without fill, tap and decap cells)]
group | after synthesis | in the layout | synth area share (%)
compound gates | 10 | 10 | 4.06
fa+ha+maj | 3 | 3 | 2.30
mux | 16 | 16 | 11.2
simple gates | 35 | 35 | 11.3
xor+xnor | 14 | 14 | 7.50
latches | 14 | 14 | 12.9
buf+inv | 12 | 61 | 3.44
flops | 30 | 30 | 47.4
[final timing paths]
kind	startpoint	to	slack, ns
min in group clk0	cur[2]	cur[2]	0.55
min reg2reg	cur[0]	cnt[4]	0.30
max reg2reg	cnt[1]	cnt[3]	-0.46
min	cur[0]	cnt[4]	0.30
max in group asynchronous	rstb	cur[0]	0.20
max	sck	sck	-0.64
[through the flow]
| stage | instances | hold slack [ns] | total power [mW] | instance area [µm²] |
|---|---|---|---|---|
| 2_1_floorplan | 134 | 0.166 | 2.20 | 1660 |
| 3_3_place_gp | 310 | 0.265 | 2.96 | 2200 |
| 3_5_place_dp | 310 | 0.266 | 2.98 | 2200 |
| 4_1_cts | 317 | 0.308 | 3.48 | 2280 |
| 5_1_grt | 319 | 0.350 | 3.93 | 2350 |
| 6_report | 319 | 0.299 | 3.65 | 2350 |
[placed cells by master (no fill, tap or decap), types with 6 or more instances in the layout]
master	synthesis	final
clkdlybuf4s50_1	0	24
nand2_1	10	9
buf_4	0	19
mux2_2	8	8
dlxtn_1	14	14
inv_1	7	7
xnor2_1	11	8
mux2i_1	7	7
nor2_1	9	7
dfstp_2	19	19
dfrtn_1	7	7
o21ai_0	6	6
[where the power goes]
group / switching (mW) / internal [mW] / total (mW) / leakage (nW)
Combinational: 0.666 / 1.03 / 1.70 / 0.508
Clock: 0.152 / 0.278 / 0.430 / 0.0338
Sequential: 0.257 / 1.27 / 1.53 / 0.425
Total: 1.07 / 2.58 / 3.65 / 0.967
[per-layer routing]
metal	track usage [%]	up-vias
met5	0	-
met4	0.298	0
met3	0.986	0
met2	5.65	24
met1	6.54	490
li1	-	539
[cell type report]
class	count	area, µm²	share of cell area [%]
timing repair buffer	48	437	18.6
clock inverter	3	11.3	0.480
inverter	7	30.0	1.28
clock buffer	3	41.3	1.76
sequential	44	985	42.0
tap	136	170	7.25
multi-input combinational	78	673	28.7
[worst reg2reg max path, stage by stage, from the launching register on]
cell	delay, ns
dfrtn_1	0.46
ha_4	0.18
xor2_2	0.14
xnor2_1	0.14
nand3_2	0.11
nor2_4	0.21
nor2_1	0.06
[what timing repair did]
action / in CTS / in global routing
pin swaps: 8 / 10
endpoints found under the setup margin: 9 / 8
setup buffers: 3 / 3
resized: 13 / 11
No activity file was given, so power comes from the tool's default toggle rates.
